==> ./design.v <==
module clock_divider #(parameter CLOCKFREQ = 50000000)(
	input clk,
	output reg s,		 
	output reg t,		 
	output reg h,		 
	output reg m		 
	);
	integer millicount = 0;
	integer hundredcount = 0;
	integer tencount = 0;
	integer secondcount = 0;
	always @ (posedge clk)
	begin
		if (millicount == (CLOCKFREQ / 2000 - 1))
		begin
			millicount <= 0;
			m <= ~m;
		end
		else
			millicount <= millicount + 1;
	end
	always @ (posedge clk)
	begin
		if (hundredcount == (CLOCKFREQ / 200 - 1))
		begin
			hundredcount <= 0;
			h <= ~h;
		end
		else
			hundredcount <= hundredcount + 1;
	end
	always @ (posedge clk)
	begin
		if (tencount == (CLOCKFREQ / 20 - 1))
		begin
			tencount <= 0;
			t <= ~t;
		end
		else
			tencount <= tencount + 1;
	end
	always @ (posedge clk)
	begin
		if (secondcount == (CLOCKFREQ / 2 - 1))
		begin
			secondcount <= 0;
			s <= ~s;
		end
		else
			secondcount <= secondcount + 1;
	end
endmodule
==> ./run.sh <==
#!/bin/bash
# OpenROAD 26Q1-2900-gdf79404cd8, Yosys 0.63+post, stock flow scripts
make -C /OpenROAD-flow-scripts/flow DESIGN_CONFIG=/design/flow/config.mk WORK_HOME=/design/flow/orfs finish
==> ./config.mk <==
export PLATFORM = sky130hd
export DESIGN_NAME = clock_divider
export DESIGN_NICKNAME = clock_divider
export VERILOG_FILES = /design/flow/design.v
export SDC_FILE = /design/flow/constraint.sdc
export NUM_CORES = 4
export LEC_CHECK = 1
export CORE_UTILIZATION = 40
==> ./constraint.sdc <==
current_design clock_divider

set clk_period 5.2
set clk_io_pct 0.2

create_clock -name clk0 -period $clk_period [get_ports {clk}]

set non_clock_inputs [all_inputs -no_clocks]
set_input_delay [expr $clk_period * $clk_io_pct] -clock clk0 $non_clock_inputs
set_output_delay [expr $clk_period * $clk_io_pct] -clock clk0 [all_outputs]
==> impl_metrics.json <==
{
  "status": "finished clean",
  "clock_sinks": 132,
  "xor_area_frac": 0.187,
  "rsz0062_at_grt": "false",
  "die_x_um": 119,
  "largest_area_cell": "dfxtp_1",
  "coreArea_um2": 13200,
  "fmax_mhz": 444,
  "synth-edff-count": 4,
  "holdPathStages": 1,
  "ff_type": "dfxtp_1",
  "ys_warn_count": 1,
  "root_buffer": "clkbuf_16",
  "cts_hold_buf": 0,
  "logic_area_um2": 2680,
  "final_cell_count_no_fill": 775,
  "grt_pass1_vias": 3636,
  "warning_count": 25,
  "grt_usage": 0.140,
  "adder_share": 0.00921,
  "hpwl_um": 6110,
  "path_buffers": 1,
  "path_delay_family": "buffers and inverters",
  "setup_viol": 0,
  "setup_slack_ns": 2.95,
  "drive_above_1_share": 0.0684,
  "finalCritPeriodShare": 0.433,
  "cap_violations": 0,
  "top_area_frac": 0.471,
  "cp_cell_sequence": "clkdlybuf4s50_1",
  "rrSetupSlack_ns": 3.02,
  "peakVddDrop_v": 0.000223,
  "layout_top_cells": "dfxtp_1, nor2_1, xnor2_1",
  "min_to": "millicount[0]",
  "cp_slowest_cell": "clkdlybuf4s50_1",
  "vias": 3826,
  "htree_levels": 4,
  "logic_family": "simple AND/OR/NAND/NOR gates",
  "endpoint_kind": "output pin",
  "antenna_found_initial": 0,
  "port_buffers": 4,
  "crit_type": "reg -> out",
  "drc": 0,
  "power_density_nw_per_um2": 352,
  "power_mw": 2.21,
  "overflow": 0,
  "drt-total-wl_um": 9020,
  "ant_nets": 0,
  "synthCells": 570,
  "numCtsBuffers": 17,
  "simple_gate_share": 0.288,
  "area_growth_pct": 15.3,
  "setup_tns_ns": 0,
  "dp.cells": 743,
  "hold_class": "reg -> reg",
  "pre_cts_ws_ns": 3.00,
  "cp_max_fo": 2,
  "synth.area.top_cells": "dfxtp_1, xnor2_1, xor2_1",
  "n_antenna_cell": 0,
  "ys_cells": 570,
  "clockBufferDepth": 2,
  "dieArea_um2": 14100,
  "syn_area_um2": 5440,
  "hold_viol_final": 0,
  "post_cts_buffers": 0,
  "worst_r2r_endpoint": "s",
  "fill_cells": 1197,
  "drt-vias-per-instance": 4.94,
  "grt_max_degree": 18,
  "synthAoiAreaFrac": 0.00691,
  "cts_resized": 0,
  "fp_util": 0.410,
  "gp_congestion": 0.818,
  "yosysChipArea_um2": 5440,
  "grt_pass1_wl_um": 16100,
  "hold_start": "millicount[0]",
  "rows": 42,
  "numSynthFlops": 132,
  "ys_seq_frac": 0.494,
  "critPathLaunchType": "register",
  "cts_tree": "yes",
  "dr.pass1.iters": 5,
  "tightest_slew_ns": 0.810,
  "fin_skew_ns": 0.00848,
  "avgSynthCellArea_um2": 9.54,
  "regArea_um2": 2680,
  "period_minus_slack_ns": 2.25,
  "slew_headroom": 0.456,
  "clk_transition_reported_paths_ns": 0.06,
  "required_ns": 4.16,
  "ys_types": 38,
  "boundaryPins": 5,
  "critPathMaxStageDelay_ns": 0.46,
  "drv_slew": 0,
  "lay_top_count": "dfxtp_1",
  "avgRoutedWirePerCell_um": 11.6,
  "ys_sh_mux": 0.00184,
  "power.leakage_nw": 2.30,
  "arrival_ns": 1.21,
  "async_flop_share": 0,
  "die_h_um": 119,
  "r2r_start": "secondcount[15]",
  "clock_latency_ns": 0.41,
  "drt_iter0_drc": 152,
  "rr_worst_depth": 3
}
==> flip-flops by register name (all words and copies together), names as in the netlist <==
| signal | flops |
|---|---|
| h | 1 |
| hundredcount | 32 |
| m | 1 |
| millicount | 32 |
| s | 1 |
| secondcount | 32 |
| t | 1 |
| tencount | 32 |
==> how the worst max path moves through the flow <==
stage	from	end	slack, ns	cells after the start
after global routing	secondcount[0]	secondcount[30]	2.87	6
final	h	h	2.95	1
after CTS	h	h	2.92	1
==> power breakdown <==
part | switching (mW) | leakage (nW) | internal, mW
clock network | 0.427 | 0.281 | 0.764
registers | 0 | 1.08 | 1.02
logic | 0 | 0.941 | 0
total | 0.427 | 2.30 | 1.78
==> cell families (layout without fill, tap and decap cells) <==
family          after synthesis  count (layout)
xor+xnor                    116             116
compound gates                6               6
buf+inv                      17              46
mux                           1               1
fa+ha+maj                     4               4
flops                       132             132
simple gates                294             294
==> cells in the mapped netlist (2+ instances only) <==
cell	n
clkbuf_1	3
inv_1	10
nand4_1	29
and3_1	28
or4_1	4
nand2_1	47
nor4_4	2
dfxtp_1	128
nor3b_1	2
and4_1	7
a21oi_1	2
nor3_1	12
nor2_1	72
xnor2_1	68
edfxtp_1	4
nor2b_1	6
ha_1	4
nand4b_1	2
and2_1	2
xor2_1	48
nor4b_1	4
nand3_1	53
nor4_1	16
buf_2	3
==> metal layers <==
| layer | vias to the layer above | global-route usage | routed length [um] |
|---|---|---|---|
| met1 | 1768 | 0.223 | 4830 |
| met3 | 7 | 0.0344 | 329 |
| met4 | 0 | 0.0134 | 80 |
| li1 | 2014 | - | - |
| met2 | 37 | 0.205 | 3770 |
| met5 | - | 0 | 0 |
==> stage by stage <==
stage / instance area (um2) / utilization / hold slack, ns
floorplan: 5440 / - / 0.413
global placement: 5660 / 0.428 / 0.428
detailed placement: 5660 / 0.428 / 0.437
CTS: 6260 / 0.473 / 0.446
global route: 6260 / 0.473 / 0.480
finish: 6260 / 0.473 / 0.444
==> cell type report <==
cell class,instances,area share
inverters,10,0.00599
repair buffers,4,0.00639
well taps,176,0.0352
clock inverters,13,0.0256
clock buffers,19,0.0707
flip-flops and latches,132,0.428
multi-input cells,421,0.428
Power is estimated from default activity; no workload was simulated.
