==> design/flow/design.v <==
module pwm(clk, rst_n, period, pulse_width, enable, pwm_out);
parameter WIDTH = 8;
input wire clk, rst_n;
input wire[WIDTH - 1:0] period;
input wire[WIDTH - 1:0] pulse_width;
input wire enable;
output wire pwm_out;
reg[WIDTH - 1:0] ticks_d, ticks_q;
reg pwm_q, pwm_d;
always@(*)
begin
	ticks_d = ticks_q + 1'b1;
	if(ticks_d > period)
	begin
		ticks_d = 8'b0;
	end
	pwm_d = (ticks_d < pulse_width)?1'b1:1'b0;
end
always @(posedge clk)
begin
	if(!rst_n)
	begin
		ticks_q <= 8'b0;
	end
	else
	begin
		ticks_q <= ticks_d;
	end
	pwm_q <= pwm_d;
end
assign pwm_out = (enable == 1)?pwm_q:1'b0;
endmodule
==> design/flow/run.sh <==
#!/bin/bash
# OpenROAD 26Q1-2900-gdf79404cd8, Yosys 0.63+post, stock flow scripts
make -C /OpenROAD-flow-scripts/flow DESIGN_CONFIG=/design/flow/config.mk WORK_HOME=/design/flow/orfs finish
==> design/flow/config.mk <==
export PLATFORM = sky130hd
export DESIGN_NAME = pwm
export DESIGN_NICKNAME = pwm
export VERILOG_FILES = /design/flow/design.v
export SDC_FILE = /design/flow/constraint.sdc
export NUM_CORES = 4
export LEC_CHECK = 1
export CORE_AREA = 10 10 84 84
export DIE_AREA = 0 0 94 94
==> design/flow/constraint.sdc <==
current_design pwm

set clk_period 4.3
set clk_io_pct 0.2

create_clock -name clk0 -period $clk_period [get_ports {clk}]

set non_clock_inputs [all_inputs -no_clocks]
set_input_delay [expr $clk_period * $clk_io_pct] -clock clk0 $non_clock_inputs
set_output_delay [expr $clk_period * $clk_io_pct] -clock clk0 [all_outputs]
==> GITHUB_STEP_SUMMARY <==
## PnR job results

| Metric | Value |
|---|---|
| Rel. slew slack | `72.00%` |
| Hold depth | `1` |
| Hold Violations, Final | `0` |
| Initial antenna violation count | `0` |
| 1st-pass router iterations | `4` |
| Routed vias | `673` |
| Final TNS setup | `0 ns` |
| Post-synth regs | `9` |
| Most common reg cell | `dfxtp_1` |
| Pwr dens | `219.2 mW/mm^2` |
| Tool Warnings | `25` |
| Sw Share | `between 20% and 30%` |
| Cycle use final | `79.13%` |
| Die H | `about 94 um` |
| Post-synth EDFFs | `0` |
| Postcts setup bufs | `0` |
| Required time worst endpoint | `between 4 and 5 ns` |
| Ports | `20` |
| CTS hold repair buffers | `0` |
| GRT Util Overall | `3.990%` |
| CP delay by family, top | `simple AND/OR/NAND/NOR gates` |
| Drt first-iter violations | `8` |
| Kind of end point of the critical path | `flip-flop` |
| HP Start | `ticks_q[0]` |
| CP Max Fanout | `8` |
| Die area | `~0.0088 mm^2` |
| Fin crit period | `3.403 ns` |
| Worst path cell trace | `clkdlybuf4s50_1, inv_1, ha_1, nand4_1, nor2b_1, inv_1, o21ai_4, nor2_1, ha_1, and4_1, o21ai_1, or3b_1, o221a_1` |
| Post-cts repair resize count | `0` |
| Top Layout Cells | `23 x inv_1, 19 x clkdlybuf4s50_1, 17 x nor2_1` |
| Commonest Layout Cell | `inv_1` |
| Num rows | `26` |
| Crit-path max cell delay | `0.45 ns` |
| Crit path from | `period[7]` |
| Sink Count | `9` |
| Status | `complete, no violations` |
| CTS buffer count | `3` |
| First-pass GRT wire length | `2.842 mm` |
| Syn_area_per_cell | `7.753 um^2` |
| Max Cap Violations | `0` |
| VDD IR-drop max | `0.07690 mV` |
| Die width | `94 um` |
| Post-synthesis sequential area ratio | `between 20 and 25%` |
| Final global-route overflow total | `0` |
| Arrival @ worst endpoint | `3.52 ns` |
| Max Clock Skew | `0.001732 ns` |
| DR DRC count | `0` |
| Crit Path Category | `input pin to flip-flop` |
| WP buf/inv | `3` |
| Core area | `0.005205 mm^2` |
| Netlist cell types | `24` |
| Clk Latency, worst-skew pair | `0.23 ns` |
| Total wire length | `1.724 mm` |
| Antenna violation net count after detailed routing | `0` |
| NetSw | `59.51 uW` |
| # diodes | `0` |
| Part of the power in registers | `36.6%` |
| RSZ-0062 raised after global routing | `no` |
| Ys cells | `102` |
| Syn Inst Count | `102` |
| Leakage power | `0.0005690 uW` |
| Slew Viols, Final | `0` |
| CTS root buffer | `clkbuf_8` |
| Top-area cell share | `25.32%` |
| Final HPWL DP | `1.548 mm` |
| Area Growth Syn to Fin | `40.82%` |
| Setup violators final | `0` |
| Via density | `around 3.5` |
| Reg-to-Reg Start | `ticks_q[0]` |
| H-tree levels | `1` |
| Pin count of the biggest net entering global routing | `9` |
| Cell count along the critical path | `13` |
| Core Util, Final | `approximately a fifth` |
| Buffers on Ports | `19` |
| Hold crit path type | `flip-flop to flip-flop` |
| Startpoint Class | `input pin` |
| Proportion of layout cells with a drive suffix above 1 | `between 4 and 5%` |
| Cell internal pwr | `184.6 uW` |
| TritonCTS clock tree | `done` |
| Wire per inst | `~8.8 um` |
| Asr flop ratio synth | `0%` |
| Deepest clock path buffer count | `2` |
| Crit-path slowest cell | `clkdlybuf4s50_1` |
| Vias in the first global route | `slightly below 700` |
| Fp util | `15.19%` |
| Clk pwr share | `39.3%` |
| Clock transition at path regs | `about 0.040 ns` |
| Synth top area cells | `ha_1 25%, dfxtp_1 23%, inv_1 11%` |
| Fmax | `0.2939 GHz` |
| Synthesis Warnings | `1` |
| Yosys Chip Area | `790.8 um^2` |
| RD Place Congestion | `between 0.8 and 0.9` |
| Reg2reg path depth | `15` |
| Measured slew at the worst slew-check pin | `0.4094 ns` |
| Synthesized area | `790.8 um^2` |
| Logic pwr share | `24.0%` |
| Synth area leader | `ha_1` |
metrics by stage:
step / hold slack (ns) / area, um^2 / total power [uW] / std cells / setup WS [ns]
2_1_floorplan: 0.4412 / 790.8 / 124.3 / 102 / 1.322
3_3_place_gp: 0.4815 / 1069 / 149.9 / 191 / 0.6772
3_5_place_dp: 0.4828 / 1069 / 150.1 / 191 / 0.6494
4_1_cts: 0.4994 / 1114 / 247.6 / 195 / 0.8662
5_1_grt: 0.5468 / 1114 / 263.2 / 195 / 0.6780
6_report: 0.4965 / 1114 / 244.1 / 195 / 0.8972
cell families after synthesis:
family,Yosys count,share of synthesized area [%]
adders and majority gates,16,25.32
xor gates and xnor gates,6,6.647
buffers and inverters,23,10.92
DFF,9,22.78
AOI/OAI and AO/OA,16,15.50
and+or+nand+nor,32,18.83
registers in the layout, summed over array words and instances (netlist names):
register and cells:
pwm_q 1, ticks_q 8
final timing paths:
| path | slack [ns] | endpoint |
|---|---|---|
| setup / recovery | 0.90 | pwm_q |
| hold / removal | 0.50 | ticks_q[0] |
| setup reg to reg | 0.93 | pwm_q |
| hold reg to reg | 0.50 | ticks_q[0] |
cell usage after synthesis (2+ instances only):
library cell	instances
nor2b_1	2
inv_1	23
xnor2_1	3
ha_1	16
nand4_1	2
nand2_1	4
a21o_1	2
o21a_1	2
xor2_1	3
a21oi_1	5
nor2_1	17
nand3_1	3
dfxtp_1	9
layout make-up:
type,count,area (um^2)
Sequential cell,9,180.2
Timing Repair Buffer,19,190.2
Tap cell,70,87.58
Inverter,23,86.33
Fill cell,587,4091
Clock buffer,4,45.04
Multi-Input combinational cell,70,524.3
per-layer routing:
metal | wire length (um) | up-vias | global-route usage [%]
met2 | 853 | 11 | 7.085
met1 | 727 | 280 | 4.177
li1 | - | 382 | -
met3 | 143 | 0 | 2.181
met5 | 0 | - | 0
met4 | 0 | 0 | 0.3797
power groups by stage:
stage | Clock (uW) | Sequential [uW] | Combinational, uW
final | 96.0 | 89.4 | 58.6
after global routing | 106 | 89.9 | 67.5
after CTS | 98.5 | 89.4 | 59.7
No activity file was given, so power comes from the tool's default toggle rates.
